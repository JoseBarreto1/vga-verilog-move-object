$ cat flow/config.mk
export PLATFORM = sky130hd
export DESIGN_NAME = controlador_vga
export DESIGN_NICKNAME = controlador_vga
export VERILOG_FILES = /design/flow/design.v
export SDC_FILE = /design/flow/constraint.sdc
export NUM_CORES = 4
export LEC_CHECK = 1
export CORE_UTILIZATION = 30
$ cat flow/constraint.sdc
current_design controlador_vga

set clk_period 4.5
set clk_io_pct 0.2

create_clock -name clk0 -period $clk_period [get_ports {pixel_clk}]

set non_clock_inputs [all_inputs -no_clocks]
set_input_delay [expr $clk_period * $clk_io_pct] -clock clk0 $non_clock_inputs
set_output_delay [expr $clk_period * $clk_io_pct] -clock clk0 [all_outputs]
$ cat flow/design.v
module controlador_vga #(
   parameter h_pixels   = 640,    
   parameter h_fp       = 16,     
   parameter h_pulse    = 96,     
   parameter h_bp       = 48,     
   parameter h_pol      = 1'b0,   
   parameter v_pixels   = 480,    
   parameter v_fp       = 10,     
   parameter v_pulse    = 2,      
   parameter v_bp       = 33,     
   parameter v_pol      = 1'b0    
)( input pixel_clk,            
   input reset_n,              
   output reg h_sync,          
   output reg v_sync,          
   output reg disp_ena,        
   output reg [31:0] column,   
   output reg [31:0] row,       
	output wire n_blank,
	output wire n_sync
   );
   localparam h_period = h_pulse + h_bp + h_pixels + h_fp;
   localparam v_period = v_pulse + v_bp + v_pixels + v_fp;
   reg [$clog2(h_period)-1:0] h_count;
   reg [$clog2(v_period)-1:0] v_count;
	assign n_blank = 1'b1;
	assign n_sync = 1'b0;
   always @(posedge pixel_clk) begin
      if (reset_n == 1'b0) begin
         h_count  <= 0;
         v_count  <= 0;
         h_sync   <= ~ h_pol;
         v_sync   <= ~ v_pol;
         disp_ena <= 1'b0;
         column   <= 0;
         row      <= 0;
      end else begin
         if (h_count < h_period - 1) begin
            h_count <= h_count + 1;
         end else begin
            h_count <= 0;
            if (v_count < v_period - 1) begin
               v_count <= v_count + 1;
            end else begin
               v_count <= 0;
            end
         end
         if ( (h_count < h_pixels + h_fp) || (h_count > h_pixels + h_fp + h_pulse) ) begin
            h_sync <= ~ h_pol;
         end else begin
            h_sync <= h_pol;
         end
         if ( (v_count < v_pixels + v_fp) || (v_count > v_pixels + v_fp + v_pulse) ) begin
            v_sync <= ~ v_pol;
         end else begin
            v_sync <= v_pol;
         end
         if (h_count < h_pixels) begin
            column <= h_count;
         end
         if (v_count < v_pixels) begin
            row <= v_count;
         end
         if (h_count < h_pixels && v_count < v_pixels) begin
            disp_ena <= 1'b1;
         end else begin
            disp_ena <= 1'b0;
         end
      end
   end
endmodule
$ cat flow/run.sh
#!/bin/bash
# OpenROAD 26Q1-2900-gdf79404cd8, Yosys 0.63+post, stock flow scripts
make -C /OpenROAD-flow-scripts/flow DESIGN_CONFIG=/design/flow/config.mk WORK_HOME=/design/flow/orfs finish
==> flow_metrics.py <==
# Physical implementation metrics
metrics = {
    "power_and_ir_drop": {
        "p_leak_nw": 1.05,
        "finalPower_mw": 0.694,
        "ir_drop_mv": 0.115,
        "p_per_area_mw_per_mm2": 276,
    },
    "yosys": {
        "synth-simple-area-share_pct": 20.0,
        "async_flop_share_pct": 0,
        "synth_cell_types": 44,
        "synthAdderAreaFrac_pct": 2.16,
        "synthCells": 244,
        "avgSynthCellArea_um2": 9.48,
        "synthTopLogicFamily": "simple AND/OR/NAND/NOR gates",
        "numSynthFlops": 43,
        "syn-cell-area_mm2": 0.00231,
        "yosys_warnings": 1,
        "ys_seq_share_pct": 37.2,
        "ys_sh_mux_pct": 5.19,
        "ys.flop_type": "dfxtp_1",
        "ys_sh_aoi_pct": 13.3,
        "ys_sh_xor_pct": 2.65,
        "yosys_cells": 244,
        "yosysChipArea_mm2": 0.00231,
        "edf_count": 0,
    },
    "layout": {
        "layoutNonFillerInstCount": 362,
        "drive_gt1_share_pct": 9.13,
        "register_area_um2": 861,
        "area_growth_pct": 8.82,
        "fillCellCount": 787,
        "finish.utilization_pct": 34.1,
        "layout_top_cell": "conb_1",
        "logic_area_mm2": 0.00117,
        "final_cell_mix": "46 x conb_1, 43 x dfxtp_1, 24 x clkdlybuf4s50_1",
    },
    "clocking": {
        "insertion_delay_ps": 290,
        "path_clk_slew_ps": 80,
        "cts_tree": "done",
        "post_cts_resized": 0,
        "cts.sinks": 43,
        "htree_levels": 2,
        "postCtsHoldBufs": 0,
        "cts_buffer_depth": 2,
        "numCtsBuffers": 5,
        "cts_setup_buffers": 0,
        "cts_root_buffer": "clkbuf_8",
    },
    "worst_setup_path": {
        "cp-end-kind": "register",
        "crit_fanout": 28,
        "worstPathRequired_ps": 4690,
        "start_kind": "primary input",
        "crit_type": "primary input to register",
        "crit_arrival_ps": 2540,
    },
    "run": {
        "warning_count": 27,
        "maxCapViolCount": 0,
    },
    "die": {
        "fp_util_pct": 31.4,
        "ios": 71,
        "core-area_mm2": 0.00737,
        "die_y_um": 89.8,
        "die_w_um": 89.8,
        "die-area_mm2": 0.00806,
        "rows": 31,
    },
    "global_routing": {
        "gr-total-overflow": 0,
        "antenna_found_initial": 0,
        "grt_pass1_vias": 1332,
        "grt_use_total_pct": 9.53,
        "grt_max_degree": 29,
        "grt_pass1_wl_mm": 6.42,
    },
    "final_timing": {
        "max_freq_ghz": 0.425,
        "relSlewSlack_pct": 65.5,
        "finalSetupViolCount": 0,
        "finalClockSkew_ps": 2.48,
        "slew_violations": 0,
        "worst_pin_slew_ps": 517,
        "min_period_ps": 2350,
        "whs_ps": 429,
        "rsz0062_at_grt": "no",
        "fin_tns_setup_ps": 0,
        "min_period_over_period_pct": 52.3,
        "hold_violations": 0,
    },
    "placed_design": {
        "port_buffers": 24,
        "hpwl_mm": 2.67,
        "dp.cells": 354,
        "place.gp.congestion": 0.783,
    },
    "route": {
        "antennaDiodeCount": 0,
        "drc": 0,
        "ant_nets": 0,
        "route.vias.total": 1525,
        "vias_per_cell": 4.21,
        "wl_mm": 3.85,
        "wl_per_cell_um": 10.6,
        "first_pass_iters": 4,
        "drtIter0Drc": 45,
    },
    "hold_path": {
        "hold_class": "register to register",
    },
    "run_status": {
        "status": "finished, final reports clean",
    },
}
-- where the power goes --
group	total, mW	switching, mW	internal [mW]	leakage [nW]
clock	0.235	0.126	0.109	0.0422
sequential	0.411	0.0179	0.393	0.348
combinational	0.0482	0.0211	0.0271	0.661
-- kinds of logic (layout without fill, tap and decap cells) --
group | count (synthesis) | after routing
buf+inv | 65 | 40
other cells | 2 | 46
xor+xnor | 7 | 7
flops | 43 | 43
compound gates | 36 | 36
mux | 12 | 12
simple gates | 75 | 75
fa+ha+maj | 4 | 4
-- critical path, cell delays in order --
cell and delay, ps:
clkdlybuf4s50_1 390, buf_4 220, nor4b_2 200, a22oi_4 400
o21ai_0 160, a22o_1 250
-- cells in the mapped netlist (2+ instances only) --
cell type | number | share of area (%)
xor2_1 | 3 | 1.1
o221a_2 | 4 | 1.9
a21oi_1 | 6 | 1.3
inv_1 | 6 | 0.97
xnor2_1 | 4 | 1.5
nand4_1 | 3 | 0.81
dfxtp_1 | 43 | 37
and3_1 | 4 | 1.1
buf_4 | 49 | 16
buf_2 | 6 | 1.3
conb_1 | 2 | 0.32
a21o_1 | 2 | 0.65
nor2b_1 | 18 | 4.9
ha_1 | 4 | 2.2
and4_1 | 4 | 1.5
nor2_1 | 16 | 2.6
a22o_1 | 4 | 1.5
a32o_1 | 2 | 0.87
a211oi_1 | 2 | 0.65
nor4b_2 | 2 | 1.3
mux2i_1 | 12 | 5.2
nand3_1 | 5 | 1.1
or3_1 | 2 | 0.54
clkbuf_1 | 2 | 0.32
o21ai_0 | 10 | 2.2
nand2_1 | 11 | 1.8
-- flip-flops by register name (all words and copies together) (netlist names) --
name and cells:
v_sync 1, h_count 10, h_sync 1, column 10, v_count 10, disp_ena 1, row 10
-- worst paths after layout --
path | from | end | slack (ps) | depth (start not counted)
max reg2reg | h_count[0]$_SDFF_PN0_ | v_count[3]$_SDFFE_PN0P_ | 2680 | 5
max | reset_n | v_count[3]$_SDFFE_PN0P_ | 2150 | 6
min reg2reg | row[9]$_SDFFE_PN0N_ | row[9]$_SDFFE_PN0N_ | 430 | 2
min | row[9]$_SDFFE_PN0N_ | row[9]$_SDFFE_PN0N_ | 430 | 2
-- per-layer routing --
layer | vias to the layer above | global-route usage, % | part of all wire [%]
li1 | 775 | - | -
met1 | 696 | 15.3 | 53
met2 | 48 | 13.8 | 41
met4 | 0 | 1.37 | 1.5
met3 | 6 | 1.63 | 4.9
met5 | - | 0 | 0
-- final cells by class --
type	count	share of cell area, %
Timing Repair Buffer	26	10.1
Multi-Input combinational cell	180	46.6
Clock buffer	7	3.03
Clock inverter	1	0.199
Tap cell	99	4.92
Sequential cell	43	34.2
Inverter	6	0.895
-- metrics by stage --
stage	cell area, µm²	worst slack (ps)
3_5_place_dp	2430	1850
3_3_place_gp	2430	1880
2_1_floorplan	2480	2580
6_report	2520	2150
5_1_grt	2520	2030
4_1_cts	2520	2150
Power and IR drop assume default switching activity.
